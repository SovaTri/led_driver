`flow/config.mk`:
```
export PLATFORM = sky130hd
export DESIGN_NAME = counter_gen_dotneg
export DESIGN_NICKNAME = counter_gen_dotneg
export VERILOG_FILES = /design/flow/design.v
export SDC_FILE = /design/flow/constraint.sdc
export NUM_CORES = 4
export LEC_CHECK = 1
export CORE_UTILIZATION = 30
```
`flow/constraint.sdc`:
```
current_design counter_gen_dotneg

set clk_period 3.4
set clk_io_pct 0.2

create_clock -name clk0 -period $clk_period [get_ports {clk}]

set non_clock_inputs [all_inputs -no_clocks]
set_input_delay [expr $clk_period * $clk_io_pct] -clock clk0 $non_clock_inputs
set_output_delay [expr $clk_period * $clk_io_pct] -clock clk0 [all_outputs]
```
`flow/design.v`:
```
module counter_gen_dotneg
#(
	parameter CNT_MAX=26'd49_999_999,
	parameter GEN_MAX=20'd999_999
)
(
	input wire clk,rstn,
	output reg[19:0] data,
	output reg neg
);
reg[25:0] time_cnt;
reg cnt_flag;
always@(posedge clk or negedge rstn) begin	 
	if(!rstn) time_cnt<=1'b0;
	else if(time_cnt==CNT_MAX) time_cnt<=1'b0;
	else time_cnt<=time_cnt+1'b1;
end
always@(posedge clk or negedge rstn) begin	 
	if(!rstn) cnt_flag<=1'b0;
	else if(time_cnt==CNT_MAX-1'b1) cnt_flag<=1'b1;
	else cnt_flag<=1'b0;
end
always@(posedge clk or negedge rstn) begin	 
	if(!rstn) data<=20'd0;
	else if(cnt_flag==1'b1) begin
		if(data==GEN_MAX) data<=20'd0;
		else data<=data+1'b1;
	end
	else data<=data;
end
always@(posedge clk or negedge rstn) begin	 
	if(!rstn) neg<=1'b0;
	else if(cnt_flag&&neg) neg<=1'b0;
	else if(cnt_flag) neg<=1'b1;
end
endmodule
```
`flow/run.sh`:
```
#!/bin/bash
# OpenROAD 26Q1-2900-gdf79404cd8, Yosys 0.63+post, stock flow scripts
make -C /OpenROAD-flow-scripts/flow DESIGN_CONFIG=/design/flow/config.mk WORK_HOME=/design/flow/orfs finish
```
==> deck_impl_summary.md <==
Implementation Results

Run status
  • Status: finished clean

GRT
  • Antenna violations before repair: 0
  • Grt ovf: 0
  • Met1 Track Usage GR: 19.8%
  • Wire length of the first global-routing pass: 8260 um
  • GR Layer Usage met3: 1.69%
  • GRT busiest layer: met1
  • Met2 GRT Util: 18.2%
  • Tot GR Track Use: between 10% and 20%
  • Pin count of the biggest net entering global routing: 27
  • Vias in the first global route: 1742

CTS
  • Post-CTS resize count: 0
  • Post-cts hold buffer count: 0
  • CTS H-tree lvls: 2
  • CTS Buffer Depth: 2
  • Setup bufs post-CTS: 0
  • CTS Buf Count: 5
  • CTS tree: done
  • Late-Pin Clk Latency: roughly 0.3 ns
  • CTS root buf: clkbuf_8
  • CTS sink cnt: 48
  • Worst-path clk slew: roughly 0.09 ns

Routing
  • Via count: 1778
  • DRC Markers: 0
  • Ant diodes: 0
  • Avg WL per Cell: about 12 um
  • Antenna viol nets, final: 0
  • Routed Wire Length: 4600 um
  • Initial DRT Pass Iterations: 4
  • Iteration-0 DRC Markers: 71
  • Via density: 4.79

Placed design
  • IO Port Bufs: 22
  • GPL Wtd Cong: 0.889
  • Dpl hpwl: 3290 um

Synthesis
  • Number of enable flip-flop cells: 0
  • Unique cell types: 38
  • Yosys warning count: 1
  • Post-Syn Area: 2410 um^2
  • Ys async rst share: 100%
  • Top-count cell post-synth: dfrtp_1
  • Most instantiated cells after synthesis: 48 x dfrtp_1, 40 x nor2_1, 27 x xnor2_1
  • Biggest area cells: dfrtp_1 50%, xnor2_1 9.8%, nor2_1 6.2%, xor2_1 4.4%, nand4_1 3.6%
  • Area leader, netlist: dfrtp_1
  • Cells after Synth: 243
  • Avg Inst Size Synth: 9.93 um^2
  • Max-area cell share: 49.8%
  • Commonest flop: dfrtp_1
  • Chip area in the Yosys report: 2410 um^2
  • Seq share, synth: 49.8%
  • Ys cells: 243
  • Yosys reg bits: 48

Timing
  • Slew HR: 62.2%
  • Hold slack: between 0.3 and 0.4 ns
  • Highest clock rate: 499 MHz
  • Setup_tns: 0 ns
  • Worst Skew: 0.00956 ns
  • Final Max Slew Viols: 0
  • Cycle use final: approximately three fifths
  • Fin. Hold Viols: 0
  • Tightest Pin Transition: 0.561 ns
  • Crit path time final: ~2 ns
  • # setup viols final: 0
  • RSZ-0062 raised after global routing: no

Critical path
  • Slowest CP cell: clkdlybuf4s50_1
  • CP max stage delay: 0.52 ns
  • CP max FO: 9
  • Worst endpoint required time: 2.72 ns
  • Cell Chain, Critical Path: clkdlybuf4s50_1
  • Reg2Reg Depth: 5
  • CP delay by family, top: buffers and inverters
  • Worst R2R Start: time_cnt[8]
  • Setup crit end kind: output pin
  • Startpoint types: flop
  • Worst setup startpoint: data[6]
  • CP Depth: 1
  • Crit path kind: reg -> out
  • Buf/Inv on CP: 1
  • Worst path arrival time: 1.32 ns

Die
  • IO Count: 23
  • Die area: 8410 um^2
  • Standard-cell rows: 32
  • Core ar.: 7770 um^2
  • Die Span X: 91.7 um
  • DIE HEIGHT: 91.7 um
  • Core utilization before placement: 31.1%

Finish
  • Core Util, Final: 36.4%
  • Area Overhead vs Synth: 17.3%
  • Share of cells above drive strength 1: 8.55%

Run
  • Max Cap Viol: 0
  • Total tool warning count: 27

Hold path
  • HP Class: in -> async

Pwr
  • Cell leakage power: 1.12 nW
  • Maximum vdd drop: 0.178 mV
  • Pwr per Cell Area: 330 nW/um^2
## layer usage
layer	wire (um)	part of all wire, %
met1	2490	54
met5	0	0
met3	154	3.3
met4	70	1.5
met2	1880	41
## power breakdown
part,total (mW),switching [mW],leakage [nW],internal [mW]
clock network,0.352,0.189,0.0473,0.163
registers,0.570,0,0.661,0.570
logic,0.0122,0.0111,0.408,0.00115
## flip-flops by register name, summed over array words and instances (netlist names)
| register | flops |
|---|---|
| cnt_flag | 1 |
| data | 20 |
| neg | 1 |
| time_cnt | 26 |
## kinds of logic (layout without fill, tap and decap cells)
logic type	count (synthesis)	count (layout)	synth area share, %
AND/OR/NAND/NOR	131	131	29.6
AND-OR/OR-AND	10	10	2.28
XOR/XNOR	39	39	14.2
flip-flops	48	48	49.8
buffers and inverters	11	37	2.13
adder cells (fa/ha/maj)	4	4	2.07
## layout by cell type (no fill, tap or decap), types with 2 or more instances in the layout
master           count
a21oi_1              4
and4_1               4
clkbuf_8             6
clkdlybuf4s50_1     21
dfrtp_1             48
ha_1                 4
inv_1                7
nand2_1             23
nand3_1             16
nand4_1             14
nor2_1              40
nor3_1               6
nor4_1               5
nor4b_1              3
o21ai_0              4
or2_2                2
or4_4                2
xnor2_1             27
xor2_1              12
## per-stage QoR
stage | setup WS (ns) | instances | power (mW) | instance area (um^2)
2_1_floorplan | 1.63 | 243 | 0.582 | 2410
3_3_place_gp | 1.44 | 364 | 0.595 | 2740
3_5_place_dp | 1.44 | 364 | 0.595 | 2740
4_1_cts | 1.39 | 371 | 0.950 | 2830
5_1_grt | 1.29 | 371 | 0.976 | 2830
6_report | 1.40 | 371 | 0.934 | 2830
## final timing paths
kind	slack [ns]	endpoint
worst max-delay path	1.40	data[6]
worst min-delay path	0.36	time_cnt[7]
worst max register to register	1.43	time_cnt[15]
worst min register to register	0.47	neg
max in group asynchronous	2.30	time_cnt[15]
min in group clk0	0.47	neg
## layout make-up
cell class | instances | area, um^2
clock buffer | 6 | 82.6
sequential | 48 | 1200
multi-input combinational | 184 | 1160
tap | 102 | 128
clock inverter | 1 | 8.76
timing repair buffer | 23 | 223
inverter | 7 | 26.3
fill | 821 | 4940
Power and IR drop assume default switching activity.
