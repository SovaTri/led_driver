--- design/flow/config.mk ---
export PLATFORM = sky130hd
export DESIGN_NAME = led_driver
export DESIGN_NICKNAME = led_driver
export VERILOG_FILES = /design/flow/design.v
export SDC_FILE = /design/flow/constraint.sdc
export NUM_CORES = 4
export LEC_CHECK = 1
export CORE_UTILIZATION = 50
--- design/flow/constraint.sdc ---
current_design led_driver

set clk_period 7.9
set clk_io_pct 0.2

create_clock -name clk0 -period $clk_period [get_ports {clk}]

set non_clock_inputs [all_inputs -no_clocks]
set_input_delay [expr $clk_period * $clk_io_pct] -clock clk0 $non_clock_inputs
set_output_delay [expr $clk_period * $clk_io_pct] -clock clk0 [all_outputs]
--- design/flow/design.v ---
module bcd
(
	input wire clk,rstn,
	input wire[19:0] bny,
	output reg[23:0] dcm
);
reg[43:0] collect;
reg[5:0] timer;
reg flag;
always@(posedge clk or negedge rstn) begin	 
	if(!rstn) timer<=1'b0;
	else if(timer==6'd41) timer<=1'b0;
	else timer<=timer+1'b1;
end
always@(posedge clk or negedge rstn) begin	 
	if(!rstn) flag<=1'b0;
	else if(timer%2==1'b1) flag<=1'b1;
	else flag<=1'b0;
end
always@(posedge clk or negedge rstn) begin	 
	if(!rstn) collect<=1'b0;
	else if(timer==6'b0) collect<={24'b0,bny};
	else if(timer<=6'd40&&flag) begin
		collect[43:40]<=(collect[43:40]>3'd4)?
			(collect[43:40]+2'd3):(collect[43:40]);
		collect[39:36]<=(collect[39:36]>3'd4)?
			(collect[39:36]+2'd3):(collect[39:36]);
		collect[35:32]<=(collect[35:32]>3'd4)?
			(collect[35:32]+2'd3):(collect[35:32]);
		collect[31:28]<=(collect[31:28]>3'd4)?
			(collect[31:28]+2'd3):(collect[31:28]);
		collect[27:24]<=(collect[27:24]>3'd4)?
			(collect[27:24]+2'd3):(collect[27:24]);
		collect[23:20]<=(collect[23:20]>3'd4)?
			(collect[23:20]+2'd3):(collect[23:20]);
	end
	else if(timer<=6'd40&&!flag) collect<=collect<<1'b1;
end
always@(posedge clk or negedge rstn) begin	 
	if(!rstn) dcm<=24'b0;
	else if(timer==6'd40) dcm<=collect[43:20];
	else dcm<=dcm;
end
endmodule
module bcd_old
(
	input wire clk,rstn,
	input wire[19:0] bny,
	output wire[23:0] dcm
);
reg[43:0] collect;
integer i;
always@(posedge clk or negedge rstn) begin	 
	if(!rstn) collect<=1'b0;
	else begin
		collect<={24'b0,bny};
		repeat(5'd20) begin
			for(i=5'd23;i<=6'd43;i=i+3'd4)
				if(collect[i -: 4]>3'd4)	 
					collect[i -: 4]<=collect[i -: 4]+2'd3;	 
				else						 
					collect[i -: 4]<=collect[i -: 4];
			collect<=collect<<1;
		end
	end
end
assign dcm=collect[43:20];
endmodule
module display8
#(
	parameter N=16'd49_999,
	parameter N0=8'hC0,	 
	parameter N1=8'hF9,
	parameter N2=8'hA4,
	parameter N3=8'hB0,
	parameter N4=8'h99,
	parameter N5=8'h92,
	parameter N6=8'h82,
	parameter N7=8'hF8,
	parameter N8=8'h80,
	parameter N9=8'h90
)
(
	input wire[19:0] bin,
	input wire clk,rstn,
	input wire[5:0] dot,
	input wire neg,
	output reg[5:0] select,
	output reg[7:0] light
);
wire[23:0] cn1;
reg[15:0] cnt;
reg cnt_flag;
reg[5:0] bit_flag;
reg[5:0] bit_level;
reg[5:0] neg_flag;
reg[3:0] number;
wire[5:0] bit_dot;
wire[5:0] bit_neg;
reg[5:0] bit_dot_reg;
reg[5:0] bit_final;
wire[5:0] select_c1;
wire[5:0] select_c2;
always@(posedge clk or negedge rstn) begin	 
	if(!rstn) cnt<=16'b0;
	else if(cnt==N) cnt<=16'b0;
	else cnt<=cnt+1'b1;
end
always@(posedge clk or negedge rstn) begin	 
	if(!rstn) cnt_flag<=1'b0;
	else if(cnt==N-1'b1) cnt_flag<=1'b1;
	else cnt_flag<=1'b0;
end
always@(posedge clk or negedge rstn) begin	 
	if(!rstn) bit_flag<=6'b00_0001;
	else if(bit_flag==6'b10_0000&&cnt_flag) bit_flag<=6'b00_0001;
	else if(cnt_flag) bit_flag<=bit_flag<<1'b1;
	else bit_flag<=bit_flag;
end
always@(posedge clk or negedge rstn) begin	 
	if(!rstn) bit_level<=6'b0;
	else if(cn1<=4'd15) bit_level<=6'b00_0001;
	else if(cn1<=8'd255) bit_level<=6'b00_0011;
	else if(cn1<=12'd4095) bit_level<=6'b00_0111;
	else if(cn1<=16'd65535) bit_level<=6'b00_1111;
	else if(cn1<=20'd1048575) bit_level<=6'b01_1111;
	else bit_level<=6'b11_1111;
end
always@(posedge clk or negedge rstn) begin	 
	if(!rstn) neg_flag<=6'd0;
	else if(neg)  begin
		if(bit_level==6'b11_1111||dot>6'b01_1111)
			neg_flag<=6'b11_1111;
		else if(dot<=bit_level) begin
			if(bit_level==6'b00_0001) neg_flag<=6'b00_0010;
			else if(bit_level==6'b00_0011) neg_flag<=6'b00_0100;
			else if(bit_level==6'b00_0111) neg_flag<=6'b00_1000;
			else if(bit_level==6'b00_1111) neg_flag<=6'b01_0000;
			else if(bit_level==6'b01_1111) neg_flag<=6'b10_0000;
		end
		else if(dot<=6'b00_0011) neg_flag<=6'b00_0100;
		else if(dot<=6'b00_0111) neg_flag<=6'b00_1000;
		else if(dot<=6'b00_1111) neg_flag<=6'b01_0000;
		else if(dot<=6'b01_1111) neg_flag<=6'b10_0000;
	end
	else neg_flag<=6'd0;
end
always@(posedge clk or negedge rstn) begin	 
	if(!rstn) number<=4'b0;
	else if(bit_flag==6'b00_0001) number<=cn1[3:0];
	else if(bit_flag==6'b00_0010) number<=cn1[7:4];
	else if(bit_flag==6'b00_0100) number<=cn1[11:8];
	else if(bit_flag==6'b00_1000) number<=cn1[15:12];
	else if(bit_flag==6'b01_0000) number<=cn1[19:16];
	else if(bit_flag==6'b10_0000) number<=cn1[23:20];
	else number<=4'b0;
end
assign bit_dot=bit_flag&dot;	 
assign bit_neg=bit_flag&neg_flag;	 
always@(posedge clk or negedge rstn) begin	 
	if(!rstn) bit_dot_reg<=6'd0;
	else bit_dot_reg<=bit_dot;
end
assign select_c1=bit_level|dot;
assign select_c2=bit_level|dot|neg_flag;
always@(posedge clk or negedge rstn) begin	 
	if(!rstn) bit_final<=6'b0;
	else if(!neg) begin
		if(select_c1<=6'b00_0001) bit_final<=6'b00_0001;
		else if(select_c1<=6'b00_0011) bit_final<=6'b00_0011;
		else if(select_c1<=6'b00_0111) bit_final<=6'b00_0111;
		else if(select_c1<=6'b00_1111) bit_final<=6'b00_1111;
		else if(select_c1<=6'b01_1111) bit_final<=6'b01_1111;
		else if(select_c1<=6'b11_1111) bit_final<=6'b11_1111;
	end
	else if(neg) begin
		if(select_c2<=6'b00_0001) bit_final<=6'b00_0001;
		else if(select_c2<=6'b00_0011) bit_final<=6'b00_0011;
		else if(select_c2<=6'b00_0111) bit_final<=6'b00_0111;
		else if(select_c2<=6'b00_1111) bit_final<=6'b00_1111;
		else if(select_c2<=6'b01_1111) bit_final<=6'b01_1111;
		else if(select_c2<=6'b11_1111) bit_final<=6'b11_1111;
	end
end
always@(posedge clk or negedge rstn) begin	 
	if(!rstn) select<=6'd0;
	else select<=bit_flag&bit_final;
end
always@(posedge clk or negedge rstn) begin	 
	if(!rstn) light<=8'b0;
	else if(neg_flag==6'b11_1111) begin
		if(bit_dot_reg==6'b0)
			case(number)
				4'd0:light<=N0 - 8'b1000_0000;
				4'd1:light<=N1 - 8'b1000_0000;
				4'd2:light<=N2 - 8'b1000_0000;
				4'd3:light<=N3 - 8'b1000_0000;
				4'd4:light<=N4 - 8'b1000_0000;
				4'd5:light<=N5 - 8'b1000_0000;
				4'd6:light<=N6 - 8'b1000_0000;
				4'd7:light<=N7 - 8'b1000_0000;
				4'd8:light<=N8 - 8'b1000_0000;
				4'd9:light<=N9 - 8'b1000_0000;
			endcase
		else
			case(number)
				4'd0:light<=N0;
				4'd1:light<=N1;
				4'd2:light<=N2;
				4'd3:light<=N3;
				4'd4:light<=N4;
				4'd5:light<=N5;
				4'd6:light<=N6;
				4'd7:light<=N7;
				4'd8:light<=N8;
				4'd9:light<=N9;
			endcase
	end
	else if((neg_flag!=6'b11_1111)
			&&(bit_neg!=6'b0))
		light<=8'hBF;
	else if(bit_dot_reg!=6'b0)
		case(number)
			4'd0:light<=N0 - 8'b1000_0000;
			4'd1:light<=N1 - 8'b1000_0000;
			4'd2:light<=N2 - 8'b1000_0000;
			4'd3:light<=N3 - 8'b1000_0000;
			4'd4:light<=N4 - 8'b1000_0000;
			4'd5:light<=N5 - 8'b1000_0000;
			4'd6:light<=N6 - 8'b1000_0000;
			4'd7:light<=N7 - 8'b1000_0000;
			4'd8:light<=N8 - 8'b1000_0000;
			4'd9:light<=N9 - 8'b1000_0000;
		endcase
	else
		case(number)
			4'd0:light<=N0;
			4'd1:light<=N1;
			4'd2:light<=N2;
			4'd3:light<=N3;
			4'd4:light<=N4;
			4'd5:light<=N5;
			4'd6:light<=N6;
			4'd7:light<=N7;
			4'd8:light<=N8;
			4'd9:light<=N9;
		endcase
end
bcd bcd8421(
	.bny(bin),
	.clk(clk),
	.rstn(rstn),
	.dcm(cn1)
);
endmodule
module hc595_ctrl
(
	input wire[5:0] selectin,
	input wire[7:0] lightin,
	input wire clk,rstn,
	output reg ds,shcp,stcp,roe
);
reg[1:0] cnt1;
reg[3:0] cnt2;
reg[13:0] collect;
always@(posedge clk or negedge rstn) begin	 
	if(!rstn) roe<=1'b0;
	else roe<=1'b0;
end
always@(posedge clk or negedge rstn) begin	 
	if(!rstn) cnt1<=1'b0;
	else if(cnt1==2'd3) cnt1<=1'b0;
	else cnt1<=cnt1+1'b1;
end
always@(posedge clk or negedge rstn) begin	 
	if(!rstn) shcp<=1'b0;
	else if(cnt1==1'b1) shcp<=1'b1;
	else if(cnt1==2'd3) shcp<=1'b0;
end
always@(posedge clk or negedge rstn) begin	 
	if(!rstn) cnt2<=4'b0;
	else if(cnt1==2'd2&&cnt2==4'd13) cnt2<=4'b0;
	else if(cnt1==2'd2) cnt2<=cnt2+1'b1;
end	
always@(posedge clk or negedge rstn) begin	 
	if(!rstn) collect<=1'b0;
	else if(cnt2==1'b0&&cnt1==2'd3) collect<=
	{lightin[0],lightin[1],lightin[2],lightin[3],
	lightin[4],lightin[5],lightin[6],lightin[7],selectin};
	else if(cnt1==2'd3) collect<=collect>>1'b1;
	else collect<=collect;
end
always@(posedge clk or negedge rstn) begin	 
	if(!rstn) ds<=1'b0;
	else if(cnt1==1'b0) ds<=collect[0];
end
always@(posedge clk or negedge rstn) begin	 
	if(!rstn) stcp<=1'b0;
	else if(cnt1==2'd2&&cnt2==4'd13) stcp<=1'b1;
	else stcp<=1'b0;
end
endmodule
module led_driver
(
	input wire[19:0] data_bny,
	input wire clk,rstn,
	input wire[5:0] dot,
	input wire neg,
	output wire ds,shcp,stcp,roe
);
wire[5:0] cn2;
wire[7:0] cn3;
display8 dp8_ins(
	.bin(data_bny),
	.clk(clk),
	.rstn(rstn),
	.dot(dot),
	.neg(neg),
	.select(cn2),
	.light(cn3)
);
hc595_ctrl hc595_ctrl_ins(
	.selectin(cn2),
	.lightin(cn3),
	.clk(clk),
	.rstn(rstn),
	.ds(ds),
	.shcp(shcp),
	.stcp(stcp),
	.roe(roe)
);
endmodule
--- design/flow/run.sh ---
#!/bin/bash
# OpenROAD 26Q1-2900-gdf79404cd8, Yosys 0.63+post, stock flow scripts
make -C /OpenROAD-flow-scripts/flow DESIGN_CONFIG=/design/flow/config.mk WORK_HOME=/design/flow/orfs finish
==> qor.yml <==
outcome:
  status: "finished, final reports clean"
place:
  portBuffers: 31
  gp_congestion: 0.877
  hpwl_mm: 11.9
power_and_ir_drop:
  peakVddDrop_mv: 0.164
  p_total_uw: 1820
  power_density_nw_per_um2: 195
  p_leak_uw: 0.00435
layout:
  area_growth_pct: 12.9
  mostFrequentLayoutCells: "162 x dfrtp_1, 100 x nand2_1, 78 x o21ai_0, 57 x nor2_1, 52 x inv_1"
  reg_top3: "dp8_ins.bcd8421.collect x44, dp8_ins.bcd8421.dcm x24, dp8_ins.cnt x16"
  drive_gt1_share_pct: 7.55
  largest_register_ffs: 44
  layout_top_cell: "dfrtp_1"
  top_register: "dp8_ins.bcd8421.collect"
timing:
  slew_viol_final: 0
  setup_tns_ns: 0
  period_used_pct: 48.9
  setup_viol: 0
  hold_viol: 0
  tightest_slew_ns: 0.930
  skew_ns: 0.00586
  rsz0062_at_grt: "false"
  slew_headroom_pct: 37.6
  fmax_mhz: 259
  period_minus_slack_ns: 3.86
global_route:
  grt_pass1_wl_mm: 28.7
  grt_remaining_overflow: 0
  grt_max_degree: 61
  grt_usage_pct: 22.1
  grt_pass1_vias: 5835
  antenna_found_initial: 0
synthesis:
  synth_seq_share_pct: 49.3
  synth_top_flop_cell: "dfrtp_1"
  edf_count: 0
  yosysWarnings: 3
  async_reset_ff_share_pct: 100
  ys_types: 59
  synth_area_um2: 8280
  syn_inst: 848
  syn_avg_cell_area_um2: 9.77
  ys_seq_elements: 163
  synth_stat.cells: 848
  synth_chip_area_um2: 8280
setup_path:
  crit_path_max_fanout: 7
  required_ns: 8.17
  crit_type: "in -> reg"
  arrival_ns: 4.14
  worstSetupStartpointType: "primary input"
  cp-end-kind: "flip-flop"
clock_network:
  clock-sinks: 163
  cts.path.max_buffers: 2
  cts_buffers: 17
  cts.clk_slew.worst_paths_ns: 0.06
  cts_max_level: 4
  cts_tree: "yes"
  cts-root-buf: "clkbuf_16"
  cts_setup_buffers: 0
  cts_resized: 0
  insertion_delay_ns: 0.42
  hold_buffers: 0
drt:
  finalWirelength_mm: 16.9
  num_vias: 6185
  vias_per_cell: 5.60
  antenna-diode-count: 0
  ant_nets: 0
  dr.pass1.iters: 5
  drc: 0
  drtIter0Drc: 383
  detail_route.wl_per_cell_um: 15.3
run:
  maxCapViolations: 0
  warnings: 49
floorplan:
  die_area_um2: 17100
  pin_count: 33
  rows: 46
  fp-utilization_pct: 51.6
  die_w_um: 131
  core_um2: 16100
  die_h_um: 131
min_path:
  hold_path.class: "reg -> reg"
worst paths after layout:
path | start | to | slack (ns) | depth (start not counted)
worst min-delay path | dp8_ins.bit_final[0]$_DFFE_PN0P_ | dp8_ins.bit_final[0]$_DFFE_PN0P_ | 0.47 | 1
worst max-delay path | dot[5] | dp8_ins.neg_flag[3]$_DFFE_PN0P_ | 4.04 | 9
worst max register to register | dp8_ins.bcd8421.timer[0]$_DFF_PN0_ | dp8_ins.bcd8421.collect[39]$_DFFE_PN0P_ | 5.30 | 10
max in group asynchronous | rstn | dp8_ins.bcd8421.collect[42]$_DFFE_PN0P_ | 5.00 | 3
min in group asynchronous | rstn | dp8_ins.bit_dot_reg[5]$_DFF_PN0_ | 1.11 | 1
worst min register to register | dp8_ins.bit_final[0]$_DFFE_PN0P_ | dp8_ins.bit_final[0]$_DFFE_PN0P_ | 0.47 | 1
metrics by stage:
step	instances	hold slack (ns)	utilization (%)	area [um^2]	setup slack (ns)
2_1_floorplan	848	0.429	-	8280	4.46
3_3_place_gp	1073	0.457	54.9	8810	3.67
3_5_place_dp	1073	0.453	54.9	8810	3.65
4_1_cts	1104	0.470	58.3	9360	4.08
5_1_grt	1104	0.483	58.3	9360	3.80
6_report	1104	0.470	58.3	9360	4.04
metal layers:
metal | GRT usage [%] | wire length, um | vias to the layer above
li1 | - | - | 3059
met1 | 36.8 | 8570 | 3026
met2 | 33.3 | 7660 | 90
met3 | 3.52 | 540 | 10
met4 | 1.83 | 156 | 0
met5 | 0 | 0 | -
kinds of logic after synthesis:
group	synth area share [%]
adders and majority gates	6.04
AOI/OAI and AO/OA	15.8
muxes	6.42
buffers and inverters	3.91
other	0.0907
DFF	49.3
xor gates and xnor gates	1.90
and+or+nand+nor	16.6
where the power goes:
group          switching (uW)  total [uW]  internal, uW
Combinational            85.2         152          66.9
Sequential               31.0         905           874
Clock                     317         764           447
cell usage after synthesis (5+ instances only):
cell / count / area (um^2)
dfrtp_1: 162 / 4050
nand2_1: 100 / 375
o21ai_0: 78 / 390
nor2_1: 57 / 214
inv_1: 52 / 195
a21oi_1: 45 / 225
ha_1: 40 / 500
mux2i_1: 34 / 340
clkbuf_1: 22 / 82.6
mux2_2: 17 / 191
nand3_1: 17 / 85.1
a22o_1: 14 / 123
nor4_1: 14 / 87.6
and2_1: 13 / 81.3
a31oi_1: 11 / 68.8
nor3_1: 11 / 55.1
a22oi_1: 10 / 75.1
nand2b_1: 10 / 62.6
nor2b_1: 10 / 62.6
o211ai_1: 9 / 67.6
xnor2_1: 9 / 78.8
xor2_1: 9 / 78.8
nand4_1: 8 / 50.1
buf_2: 7 / 35.0
nor3b_1: 7 / 52.6
o21ai_1: 7 / 35.0
o22ai_1: 7 / 43.8
o31ai_1: 7 / 52.6
o221ai_1: 6 / 52.6
or3_1: 6 / 37.5
o41ai_1: 5 / 43.8
worst max-delay path, cell delays in order:
cell	delay, ns
clkdlybuf4s50_1	0.62
inv_1	0.13
ha_1	0.39
nor3_1	0.48
o31ai_1	0.21
a21oi_2	0.33
nor4_1	0.10
a41oi_1	0.19
a31oi_1	0.10
cell type report:
type                            instances  area, um^2
Fill cell                            1290        6700
Clock buffer                           22         464
Multi-Input combinational cell        602        3880
Sequential cell                       163        4080
Tap cell                              216         270
Clock inverter                          9        82.6
Inverter                               52         195
Timing Repair Buffer                   40         379
Power figures rest on the tool's default switching activity, not on a simulated workload.
